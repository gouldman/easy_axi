$ cat design/flow/run.sh
#!/bin/bash
# OpenROAD 26Q1-2900-gdf79404cd8, Yosys 0.63+post, stock flow scripts
make -C /OpenROAD-flow-scripts/flow DESIGN_CONFIG=/design/flow/config.mk WORK_HOME=/design/flow/orfs finish
$ cat design/flow/config.mk
export PLATFORM = sky130hd
export DESIGN_NAME = EASYAXI_MST
export DESIGN_NICKNAME = EASYAXI_MST
export VERILOG_FILES = /design/flow/design.v
export SDC_FILE = /design/flow/constraint.sdc
export NUM_CORES = 4
export LEC_CHECK = 1
export CORE_AREA = 10 10 80 80
export DIE_AREA = 0 0 90 90
$ cat design/flow/constraint.sdc
current_design EASYAXI_MST

set clk_period 3.9
set clk_io_pct 0.2

create_clock -name clk0 -period $clk_period [get_ports {clk}]

set non_clock_inputs [all_inputs -no_clocks]
set_input_delay [expr $clk_period * $clk_io_pct] -clock clk0 $non_clock_inputs
set_output_delay [expr $clk_period * $clk_io_pct] -clock clk0 [all_outputs]
$ cat design/flow/design.v
`timescale 1ns / 1ps
module EASYAXI_MST (
    input  wire                      clk,
    input  wire                      rst_n, 
    input  wire                      enable,
    output wire                      axi_mst_arvalid,
    input  wire                      axi_mst_arready,
    output wire  [4    -1:0] axi_mst_arid,
    output wire  [16  -1:0] axi_mst_araddr,
    output wire  [8   -1:0] axi_mst_arlen,
    output wire  [3  -1:0] axi_mst_arsize,
    output wire  [2 -1:0] axi_mst_arburst,
    input  wire                      axi_mst_rvalid,
    output wire                      axi_mst_rready,
    input  wire  [32  -1:0] axi_mst_rdata,
    input  wire  [2  -1:0] axi_mst_rresp,
    input  wire                      axi_mst_rlast
);
localparam DLY = 0.1;
reg axi_mst_arvalid_r;
reg [4  -1:0]  axi_mst_arid_r;
reg [16 -1:0] axi_mst_araddr_r;
reg [3 -1:0] axi_mst_arsize_r;
reg [8   -1:0] axi_mst_arlen_r;
reg [2 -1:0] axi_mst_arburst_r;
reg  [32  -1:0] rd_data_buff_r;       
reg  [2  -1:0] rd_resp_buff_r;       
reg trans_buffer_r; 
wire trans_buffer_set;
wire trans_buffer_clr;
wire ar_hs_done;
wire rd_hs_done;
wire arvalid_set;
wire arvalid_clr;
wire ar_req_change;
wire store_data;
assign ar_hs_done = axi_mst_arvalid && axi_mst_arready;
assign rd_hs_done = axi_mst_rvalid && axi_mst_rready;
assign arvalid_set = enable && ~trans_buffer_r;
assign arvalid_clr = ar_hs_done;
assign ar_req_change = ar_hs_done;
assign trans_buffer_clr = rd_hs_done && axi_mst_rlast;
assign trans_buffer_set = ar_hs_done;
assign store_data = rd_hs_done;
always @(posedge clk or negedge rst_n) begin
    if(!rst_n)
        axi_mst_arvalid_r <= #DLY 0;
    else if(arvalid_clr)
        axi_mst_arvalid_r <= #DLY 0;
    else if(arvalid_set)
        axi_mst_arvalid_r <= #DLY 1;
end
always @(posedge clk or negedge rst_n) begin
    if(!rst_n) begin
        axi_mst_arid_r <= #DLY 0;
        axi_mst_araddr_r <= #DLY 0;
        axi_mst_arsize_r <= 3'b010;
        axi_mst_arlen_r <= 0;
        axi_mst_arburst_r <= 2'b00;
    end else if(ar_req_change) begin
        axi_mst_arid_r <= #DLY axi_mst_arid_r + 1'b1;
        axi_mst_araddr_r <= #DLY (axi_mst_arid > 8) ? axi_mst_araddr_r + 4'b1000 : axi_mst_araddr_r;
        axi_mst_arlen_r <= axi_mst_arid_r + 1'b1;
    end
end
always @(posedge clk or negedge rst_n) begin
    if (!rst_n) begin
        trans_buffer_r <= 0;
    end
    else if(trans_buffer_set) begin
        trans_buffer_r <= 1;
    end else if(trans_buffer_clr) begin
        trans_buffer_r <= 0;
    end
end
always @(posedge clk or negedge rst_n) begin
    if (!rst_n) begin
        rd_data_buff_r <= 0;
        rd_resp_buff_r <= 0 ;
    end
    else if(store_data) begin
        rd_data_buff_r <= axi_mst_rdata;
        rd_resp_buff_r <= axi_mst_rresp ;
    end
end
assign axi_mst_arvalid = axi_mst_arvalid_r;
assign axi_mst_arid = axi_mst_arid_r;
assign axi_mst_araddr = axi_mst_araddr_r;
assign axi_mst_arlen = axi_mst_arlen_r;
assign axi_mst_arsize = axi_mst_arsize_r;
assign axi_mst_arburst = axi_mst_arburst_r;
assign axi_mst_rready = 1;
endmodule
==> notes.md <==
Entry: Yosys synthesis followed by OpenROAD place and route.

Worst setup path:
- In this run the critical path is formed by clkdlybuf4s50_1.
- The worst setup path is of the register to output port kind.
- The run puts the required time of the critical path at about 3100 ps.
- In this design, the stage delay of the slowest critical-path cell is around 520 ps.
- The slowest stage of the critical path belongs to the cell clkdlybuf4s50_1.
- The run gives the capturing element type of the critical path as an output port.
- Of all nets on the critical path, the largest fanout is 6.
- STA classifies the critical path startpoint as a register.
- The run gives the buffers plus inverters on the worst setup path as 1.
- The run gives the cell family with the largest share of critical-path delay as buffers and inverters.
- The OpenROAD report gives the critical path a data arrival time of ~1300 ps.

Detailed routing:
- The run puts the DRC marker count from the first detailed-route iteration at 32.
- The run puts the total wirelength of the detailed-routed design at roughly 2100 µm.
- The run puts the final routed DRC violation total at 0.
- The routed design shows a wire length per standard cell of between 10 and 15 µm.
- The run gives the diode insertion count for antenna repair as 0.
- The first detailed-routing pass ran for 4 iterations.
- The run gives the count of nets left with antenna violations after detail routing as 0.
- The run gives the number of vias in the routed layout as 655.
- The run puts the per-cell via count in the routed design at 3.54.

Logic synthesis:
- The run puts the synthesis warning total at 1.
- In this run the cell area of the synthesized design comes to between 1000 and 1500 µm².
- The run gives the number of standard cells reported by yosys as 91.
- The run puts the instance tally after logic synthesis at just over 90.
- The run puts the post-synth tally of flip-flops with integrated enable at 0.
- The run puts the chip area line of the yosys report at about 1000 µm².
- The run gives the dominant register cell in the synthesized netlist as dfrtp_1.
- The run puts the number of different library cells in the post-synthesis netlist at 22.
- For this run, the register share of the synthesized area comes to 0.491.
- The run gives the average cell area after synthesis as around 11 µm².
- The run gives the fraction of registers with async set or reset after synthesis as 1.00.
- The run puts the synthesis-stage register bit count at 20.

Clock network:
- The clock net in this run drives a total of 20 sinks.
- After clock tree synthesis, the setup repair step added 0 buffers.
- The cell sitting at the root of the clock tree is a clkbuf_8.
- TritonCTS built the clock tree.
- Counting the buffers created by CTS gives 3.
- As reported, the later end of the worst-skew pair has a clock insertion delay of ~250 ps.
- Buffers inserted to repair hold after CTS numbered 0.
- The run puts the depth of the CTS H-tree at 1.
- The run puts the post-cts repair resize count at 0.
- The run puts the maximum buffer depth of the clock tree at 2.
- In the CTS report, the clock slew at the register clock pins of the worst setup and hold paths is listed as ~70 ps.

Final layout:
- The run puts the share of layout cells above drive strength 1 at 0.102.
- The run gives the synthesis-to-finish area growth as 33.8%.
- Measured on the finished design, the core utilization comes to 0.288.
- The run gives the total area of sequential cells as 500 µm².
- The most common logic cells in the final layout are clkdlybuf4s50_1, dfrtp_1, conb_1.
- The run gives the area taken by multi-input logic gates as between 400 and 500 µm².
- Counting the fill cells in the layout gives around 480.
- The run gives the most numerous logic cell after layout as clkdlybuf4s50_1.

GRT:
- The run puts the first-pass GRT wire length at ~3600 µm.
- Recorded from the global router log, the overflow total was 0.
- The run puts the number of global-route vias before repair at slightly above 700.
- The number of antenna violations at the first check in global routing is 0.
- The run gives the overall routing resource usage as 0.0536.
- The run puts the largest net degree at the start of global routing at 21.

Floorplanning:
- The run gives the core footprint as roughly 4700 µm².
- The run puts the floorplan die height at ~90 µm.
- The run gives the number of standard-cell rows in the floorplan as 25.
- The run puts the die footprint at just over 8000 µm².
- For this design the top-level I/O count stands at 75.
- The run gives the die span in x as approximately 90 µm.
- The run puts the initial cell density of the core at 0.216.

Power and ir drop:
- The leakage power in the latest report is 0.599 nW.
- The run gives the peak supply drop as roughly 0.28 mV.
- The run puts the power density normalized to cell area at between 400 and 500 nW/µm².

STA:
- In the final report, the number of endpoints failing setup comes to 0.
- Summed over all failing endpoints, the final setup total negative slack is 0 ps.
- In the finished design, the share of the clock period the worst path needs comes to 0.521.
- The run puts the upper clock frequency limit at ~490 MHz.
- The run puts the max-slew violation count at 0.
- The run puts the final critical delay including setup and external delays at 2030 ps.
- The run puts the hold violation count in the final report at 0.
- Setup repair after global routing left no endpoint under its margin.
- The run puts the final worst clock skew at between 1.5 and 2 ps.

Status:
- The run finished with clean final reports.

Run:
- The run gives the tool warning count as roughly 60.
- The run gives the reported max-cap violation count as 0.

Place:
- The placement summary gives the final routability congestion estimate as 0.762.
- The run gives the number of buffers added on ports as 28.
- The run gives the total half-perimeter wirelength after legalization and detailed placement as between 1500 and 2000 µm.

Worst hold path:
- The run gives the kind of path behind the tightest hold check as register to register.
## cells by family (layout without fill, tap and decap cells)
logic type,Yosys count,after routing,share of synthesized area
AOI/OAI and AO/OA,1,1,0.00491
and+or+nand+nor,29,29,0.173
buffers and inverters,18,35,0.125
DFF,20,20,0.491
other,2,12,0.00737
adders and majority gates,3,3,0.0369
xor gates and xnor gates,15,15,0.129
muxes,3,3,0.0319
## synthesized netlist by cell type, types with 2 or more instances
cell | number | area (µm²)
dfrtp_1 | 20 | 500
buf_4 | 16 | 120
xnor2_1 | 10 | 87.6
nand2_1 | 9 | 33.8
nand3_1 | 6 | 30.0
xor2_1 | 5 | 43.8
and4_1 | 3 | 26.3
ha_1 | 3 | 37.5
nand4_1 | 3 | 18.8
conb_1 | 2 | 7.51
inv_1 | 2 | 7.51
mux2_2 | 2 | 22.5
## power breakdown
group	switching [mW]	internal, mW	total (mW)
combinational	0.0573	0.147	0.204
sequential	0.0629	0.249	0.312
clock	0.0634	0.0896	0.153
## worst paths after layout
check                                             to  depth (start not counted)  slack, ps                  from
worst min register to register  axi_mst_araddr_r[15]                          1        480  axi_mst_araddr_r[15]
max in group asynchronous          axi_mst_arid_r[2]                          2       2830                 rst_n
worst min-delay path            axi_mst_araddr_r[15]                          1        480  axi_mst_araddr_r[15]
min in group asynchronous       axi_mst_araddr_r[15]                          2        870                 rst_n
worst max register to register  axi_mst_araddr_r[10]                          6       2250     axi_mst_arid_r[0]
worst max-delay path                axi_mst_arlen[2]                          1       1870     axi_mst_arid_r[2]
## per-layer routing
metal	global-route usage	up-vias	share of wire	wire length (µm)
li1	-	330	-	-
met1	0.0737	299	0.49	1020
met2	0.0757	26	0.41	856
met3	0.0310	0	0.10	211
met4	0.00133	0	0	0
met5	0	-	0	0
## registers in the layout, indices dropped and copies added (netlist names)
name               count
axi_mst_araddr_r      13
axi_mst_arid_r         3
axi_mst_arlen_r        2
axi_mst_arvalid_r      1
trans_buffer_r         1
## area by class of cell
cell class,instances,share of cell area
Clock buffer,4,0.0404
Multi-Input combinational cell,63,0.314
Tap cell,67,0.0615
Timing Repair Buffer,29,0.211
Inverter,2,0.00551
Sequential cell,20,0.367
## through the flow
step / power [mW] / hold slack [ps] / setup slack, ps / area, µm² / instances
after floorplan: 0.402 / 424 / 2370 / 1060 / 101
after global placement: 0.524 / 456 / 1660 / 1310 / 181
after detailed placement: 0.524 / 462 / 1630 / 1310 / 181
after CTS: 0.686 / 478 / 1830 / 1360 / 185
after global routing: 0.725 / 495 / 1780 / 1360 / 185
final: 0.669 / 475 / 1870 / 1360 / 185
Power and IR drop assume default switching activity.
